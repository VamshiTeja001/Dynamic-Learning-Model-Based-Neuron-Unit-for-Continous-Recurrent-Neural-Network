## design.v

```verilog
`timescale 1ns / 1ps
`timescale 1ns / 1ps
module floating_point_multiply(
    input [31:0] a,        
    input [31:0] b,        
    input clk,
    output[31:0] result
);
    wire sign_a = a[31];
    wire sign_b = b[31];
    wire [7:0] exp_a = a[30:23];
    wire [7:0] exp_b = b[30:23];
    wire [23:0] mant_a = (exp_a != 8'd0) ? {1'b1, a[22:0]} : {1'b0, a[22:0]};  
    wire [23:0] mant_b = (exp_b != 8'd0) ? {1'b1, b[22:0]} : {1'b0, b[22:0]};  
    reg inverted_sign_b = 0;
    reg [24:0] mant_diff;
    reg [23:0] aligned_mant_a;
    reg [23:0] aligned_mant_b;
    reg [24:0] mant_sum;   
    reg [47:0] mant_mult;  
    reg [7:0] exp_result;
    reg [23:0] normalized_mant;
    reg sign_result;
    reg guard_bit, round_bit, sticky;  
    reg [8:0] exp_temp;
    reg [47:0] mant_div;  
     reg [31:0]result_r;
    always @(posedge clk) begin
                sign_result = sign_a ^ sign_b;  
            if ((exp_a == 0 && a[22:0] == 0) || (exp_b == 0 && b[22:0] == 0)) begin
                result_r = {sign_result, 31'b0};
            end else if (exp_a == 8'hFF || exp_b == 8'hFF) begin
                result_r = {sign_result, 8'hFF, 23'b0};
            end else begin
                mant_mult = mant_a * mant_b;
                exp_temp = exp_a + exp_b - 127;
                if (mant_mult[47]) begin
                    normalized_mant = mant_mult[47:24];  
                    exp_temp = exp_temp + 1;  
                end else begin
                    normalized_mant = mant_mult[46:23];  
                end
                if (exp_temp >= 255) begin
                    result_r = {sign_result, 8'hFF, 23'b0};
                end else if (exp_temp <= 0) begin
                    result_r = {sign_result, 8'b0, 23'b0};
                end else begin
                    result_r = {sign_result, exp_temp[7:0], normalized_mant[22:0]};
                end
            end
        end 
        assign result= result_r;
        endmodule
```

## run.sh

```bash
#!/bin/bash
# OpenROAD 26Q1-2900-gdf79404cd8, Yosys 0.63+post, stock flow scripts
make -C /OpenROAD-flow-scripts/flow DESIGN_CONFIG=/design/flow/config.mk WORK_HOME=/design/flow/orfs finish
```

## config.mk

```make
export PLATFORM = sky130hd
export DESIGN_NAME = floating_point_multiply
export DESIGN_NICKNAME = floating_point_multiply
export VERILOG_FILES = /design/flow/design.v
export SDC_FILE = /design/flow/constraint.sdc
export NUM_CORES = 4
export LEC_CHECK = 1
export CORE_UTILIZATION = 30
```

## constraint.sdc

```tcl
current_design floating_point_multiply

set clk_period 23.0
set clk_io_pct 0.2

create_clock -name clk0 -period $clk_period [get_ports {clk}]

set non_clock_inputs [all_inputs -no_clocks]
set_input_delay [expr $clk_period * $clk_io_pct] -clock clk0 $non_clock_inputs
set_output_delay [expr $clk_period * $clk_io_pct] -clock clk0 [all_outputs]
```

==> datasheet_impl.txt <==
Table: implementation figures

Parameter                              Value

Place
  Placed wire-length estimate .................. ~40000 um
  Area of placed instances .................. around 0.022 sq mm
  Port Buffers .................. 96
  Placer's final routability congestion estimate .................. about 0.9

Synth
  Number of distinct library cell variants in the gate-level netlist after synthesis .................. ~66
  Synth warnings .................. 1
  Post-synthesis area per instance .................. 8.71 sq um
  Share of the synthesized area in the top cell type .................. 0.474
  Post-Syn Area .................. 0.0204 sq mm
  Seq cells post-synth .................. 32
  Post-synthesis cell count .................. about 2300
  Area leader, netlist .................. fa_1
  Fraction of registers with async set/reset .................. 0
  Synthesis area per yosys .................. 0.0204 sq mm
  Cell area leaders .................. fa_1 47%, ha_1 11%, inv_1 10%
  Number of enable-type register cells in the synthesized netlist .................. 0
  Sequential cell area fraction in the yosys report .................. 0.0315
  Yosys Instances .................. 2338
  Primary flip-flop cell chosen by synthesis mapping .................. dfxtp_1

Clocking
  Cell at the root of the clock tree .................. clkbuf_16
  H-Tree Level Count .................. 2
  Maximum clock path buffer count .................. 2
  Clk sinks .................. 32
  Total CTS buffers .................. 5
  Clock Pin Slew Worst Setup and Hold Paths .................. about 50 ps
  Clock tree from TritonCTS .................. built
  Number of buffers inserted by hold repair at cts .................. 0
  Number of post-CTS setup repair buffers .................. 0
  Post-CTS sizing .................. 0

Worst hold path
  Startpoint of the worst hold path .................. a[31]
  Worst hold-check path type .................. input port to register
  Cells on Worst Hold Path .................. 2
  Hold EP .................. result_r[31]

Final layout
  Commonest cells after routing, fill and taps aside .................. 541 x inv_1, 482 x fa_1, 422 x nand2_1
  Most frequent logic cell in the layout .................. inv_1
  Number of flip-flops in the largest register .................. 32
  Share of final-layout standard cells stronger than drive strength 1 .................. 0.0342
  Post-route standard cell area excluding fillers .................. between 0.02 and 0.025 sq mm
  Area added between synthesis and finish .................. 10.5%
  Finished Core Util .................. 0.335

Job
  Max-Cap Viols .................. 0
  OpenROAD warnings .................. 25

Worst setup path
  Setup crit end kind .................. register
  Required time reported for the critical path endpoint .................. between 20000 and 25000 ps
  Worst Path Class, Setup .................. input port to register
  Startpoint type of the worst setup path .................. input port
  Cell seen most often among critical-path stages .................. fa_1
  Library cell contributing the largest single delay on the critical path .................. fa_1
  Peak fanout along the critical path .................. 24
  Worst EP arrival .................. about 13000 ps
  Biggest cell delay along the critical path .................. around 490 ps
  Beginning of the critical path .................. b[29]

Final timing
  Max-slew headroom .................. 0.468
  Total setup violations reported at the end of the flow .................. 0
  Measured slew at the worst slew-check pin .................. 792 ps
  Final Hold Violation Tally .................. 0
  Maximum clock frequency .................. ~79 MHz
  Tcrit/Tclk final .................. 0.550
  Unrepaired setup endpoints after global routing .................. no
  Setup_tns .................. 0 ps
  Minimum period implied by the final worst setup slack .................. between 10000 and 15000 ps
  Max-slew violations .................. 0

Drt
  Per-cell routed wire length .................. ~15 um
  Vias/cell .................. 4.67
  Drt pass-1 iters .................. 5
  Antenna violation net count after detailed routing .................. 0
  Diode insertion count for antenna repair .................. 0
  Iter 0 DRT Violations .................. slightly below 600
  Total length of routed wires .................. 49800 um
  Final routed DRC violation total .................. 0
  Via count .................. about 15000

Floorplanning
  Count of pins on the block boundary .................. roughly 97
  Die outline area .................. 0.0689 sq mm
  Vertical die dimension .................. 262 um
  Initial Utilization .................. 0.303
  Core area .................. around 0.067 sq mm
  Die Width .................. 262 um
  Standard-cell row count .................. ~95

Global route
  Global-route wire length before repair .................. around 84000 um
  Pin count of the biggest net entering global routing .................. 27
  GR Util All Layers .................. 0.159
  Overflow after GRT .................. 0
  Vias in the first global route .................. approximately 16000
  Antenna violations before repair .................. 0

Run status
  Outcome .................. finished clean
worst max-delay path: cells and delay by family:
| family | cells | cell delay, ps |
|---|---|---|
| buffers and inverters | 6 | 920 |
| AOI/OAI and AO/OA | 5 | 1250 |
| and+or+nand+nor | 8 | 2050 |
| muxes | 1 | 320 |
| adders and majority gates | 8 | 3650 |
kinds of logic after synthesis:
kind of cell | synth area share
xor gates and xnor gates | 0.0172
muxes | 0.00910
and+or+nand+nor | 0.181
adders and majority gates | 0.588
buffers and inverters | 0.123
AOI/OAI and AO/OA | 0.0489
DFF | 0.0315
metal layers:
layer / up-vias / GRT usage / part of all wire
met3: 45 / 0.0509 / 0.078
met4: 0 / 0.0178 / 0.013
met5: - / 0 / 0
met2: 510 / 0.257 / 0.48
li1: 6970 / - / -
met1: 7622 / 0.223 / 0.43
stage by stage:
step / setup WS [ps] / hold WS (ps) / instances
after global routing: 9730 / 4920 / 3242
after floorplan: 11290 / 4690 / 2338
after CTS: 10250 / 4910 / 3242
final: 10360 / 4910 / 3242
after global placement: 10020 / 5170 / 3234
after detailed placement: 9990 / 5180 / 3234
worst max path at each step:
stage | depth (start not counted) | to
final | 28 | result_r[22]
after global routing | 26 | result_r[22]
after CTS | 26 | result_r[22]
final cells by class:
type | instances | area [sq um]
Clock inverter | 3 | 42.5
Tap cell | 873 | 1090
Inverter | 541 | 2030
Clock buffer | 5 | 125
Sequential cell | 32 | 641
Multi-Input combinational cell | 1641 | 17200
Fill cell | 6864 | 44700
Timing Repair Buffer | 147 | 1340
cells in the mapped netlist (all sizes together) (2+ instances only):
| master | count |
|---|---|
| inv | 541 |
| fa | 482 |
| nand2 | 422 |
| and2 | 208 |
| ha | 186 |
| clkbuf | 120 |
| a21oi | 55 |
| nor2 | 47 |
| dfxtp | 32 |
| nand4 | 22 |
| xnor2 | 22 |
| nor4 | 18 |
| o21ai | 18 |
| xor2 | 18 |
| mux2i | 15 |
| nor3 | 14 |
| a211oi | 9 |
| a21o | 8 |
| nand3 | 8 |
| o21a | 8 |
| o21bai | 7 |
| and3 | 6 |
| nor2b | 6 |
| o211ai | 6 |
| a2111oi | 5 |
| nand2b | 5 |
| nor3b | 5 |
| o31ai | 5 |
| a21boi | 4 |
| a31oi | 4 |
| buf | 4 |
| or3 | 4 |
| a221o | 2 |
| mux2 | 2 |
| nand3b | 2 |
| o31a | 2 |
