===== ./run.sh =====
#!/bin/bash
# OpenROAD 26Q1-2900-gdf79404cd8, Yosys 0.63+post, stock flow scripts
make -C /OpenROAD-flow-scripts/flow DESIGN_CONFIG=/design/flow/config.mk WORK_HOME=/design/flow/orfs finish

===== ./config.mk =====
export PLATFORM = sky130hd
export DESIGN_NAME = FloatingMultiplication
export DESIGN_NICKNAME = FloatingMultiplication
export VERILOG_FILES = /design/flow/design.v
export SDC_FILE = /design/flow/constraint.sdc
export NUM_CORES = 4
export LEC_CHECK = 1
export CORE_UTILIZATION = 50

===== ./constraint.sdc =====
current_design FloatingMultiplication

set clk_period 25.8
set clk_io_pct 0.2

create_clock -name clk0 -period $clk_period

set non_clock_inputs [all_inputs -no_clocks]
set_input_delay [expr $clk_period * $clk_io_pct] -clock clk0 $non_clock_inputs
set_output_delay [expr $clk_period * $clk_io_pct] -clock clk0 [all_outputs]

===== ./design.v =====
`timescale 1ns / 1ps
`timescale 1ns / 1ps
module FloatingMultiplication #(parameter XLEN=32)
                                (input [XLEN-1:0]A,
                                 input [XLEN-1:0]B,
                                 input clk,
                                 output overflow,
                                 output underflow,
                                 output exception,
                                 output [XLEN-1:0] result);
reg [23:0] A_Mantissa,B_Mantissa;
reg [22:0] Mantissa;
reg [47:0] Temp_Mantissa;
reg [7:0] A_Exponent,B_Exponent,Temp_Exponent,diff_Exponent,Exponent;
reg A_sign,B_sign,Sign;
reg [32:0] Temp;
reg [6:0] exp_adjust;
always@(*)
begin
A_Mantissa = {1'b1,A[22:0]};
A_Exponent = A[30:23];
A_sign = A[31];
B_Mantissa = {1'b1,B[22:0]};
B_Exponent = B[30:23];
B_sign = B[31];
Temp_Exponent = A_Exponent+B_Exponent-127;
Temp_Mantissa = A_Mantissa*B_Mantissa;
Mantissa = Temp_Mantissa[47] ? Temp_Mantissa[46:24] : Temp_Mantissa[45:23];
Exponent = Temp_Mantissa[47] ? Temp_Exponent+1'b1 : Temp_Exponent;
Sign = A_sign^B_sign;
end
assign result = {Sign,Exponent,Mantissa};
endmodule

==> ci_impl_report.md <==
### Yosys + OpenROAD results

| Metric | Value |
|---|---|
| CP Max Fanout | 37 |
| Top cells by count, synth | 598 x inv_1, 482 x fa_1, 296 x nand2_1 |
| Outcome | finished clean |
| Initial detailed-routing violation count | 441 |
| Setup repair after global routing missed its margin | false |
| Core area | 37900 sq um |
| Detail Placement HPWL | 39300 microns |
| Setup TNS | 0 ns |
| Layout cells sized above 1 | 3.42% |
| Yosys Warn Count | 4 |
| Synth-to-layout area growth | 7.73% |
| DP Area | 20900 sq um |
| Mean Syn Cell Area | 8.75 sq um |
| WP data required | 20.64 ns |
| DIE WIDTH | 199 microns |
| Max stage delay on crit path | 0.57 ns |
| Tool warnings | 34 |
| Yosys stat area | 19400 sq um |
| Fmax | 53.3 MHz |
| CP most frequent cell | fa_1 |
| Io pins | 100 |
| Final Cycle Share | 72.7% |
| Final Core Density | 55.0% |
| Endpoints failing setup | 0 |
| Dominant cell type by area after synthesis | fa_1 |
| Synth top area share | 49.8% |
| Routability cong. | 0.981 |
| Startpoint Class | input pin |
| Yosys Instances | 2214 |
| Floorplan core density | 51.1% |
| Critical path class | input pin to primary output |
| Hold_buf cts | 0 |
| Synth Cell Area | 19400 sq um |
| Post-route cell area | 20900 sq um |
| Synth area leaders | fa_1 50%, ha_1 12%, inv_1 12% |
| # clk buffers | 0 |
| Gate Count Post-Synth | 2214 |
| Yosys aoi share | 4.98% |
| Rel. slew slack | 58.1% |
| Routed Antenna Nets | 0 |
| First-pass GRT wire length | 81800 microns |
| Final Hold Viols | 0 |
| Unique cell types | 57 |
| Die height | 199 microns |
| Pin count of the biggest net entering global routing | 38 |
| Flops | 0 |
| CP Capture Type | primary output |
| Std-Cell Rows | 71 |
| GRT overflow | 0 |
| Yosys adder share | 61.6% |
| Critical-path top delay cell | clkinv_1 |
| Postcts setup bufs | 0 |
| And+or+nand+nor area frac | 16.2% |
| Hold Path Class | input pin to primary output |
| Die area | 39500 sq um |
| CP arrival | 13.59 ns |
| Router iterations before antenna repair | 7 |
| Post-Layout Cell Count | 2763 |
| Overall Global Routing Usage | 29.8% |
| Ant diodes | 0 |
| Routed wire per std cell | 18.2 microns |
| Initial antenna violation count | 1 |
| Top-count cell post-synth | inv_1 |
| Fillers | 3484 |
| Yosys xor share | 2.09% |
| Vias | 14106 |
| Max-Cap Viols | 0 |
| Post-Route WL | 50300 microns |
| Vias per cell | 5.11 |
| Vias in the first global route | 14954 |
| Crit path time final | 18.75 ns |
| Multi-input logic area | 16700 sq um |
| Register area | 0 sq um |
| I/O Buffers | 96 |
| Synth Seq Share | 0% |
| Worst-margin pin slew | 0.625 ns |
| Placed cells | 2763 |
| Resize count post-CTS | 0 |
| Top comb family, area | adder cells |
| Mux share | 1.11% |
| # DRC | 0 |
| Fin. max-slew vios | 0 |
[critical path: cells and delay by family]
kind	cells	cell delay (ns)
xor+xnor	1	0.14
buf+inv	11	2.55
simple gates	4	0.94
compound gates	4	0.99
fa+ha+maj	8	3.79
[logic make-up (layout without fill, tap and decap cells)]
kind of cell	Yosys count	in the layout
other	1	3
muxes	19	19
buffers and inverters	707	743
and+or+nand+nor	635	635
adders and majority gates	665	665
AOI/OAI and AO/OA	143	143
xor gates and xnor gates	44	44
[worst paths after layout]
check | from | to | slack, ns | depth (start not counted)
max | B[8] | result[22] | 7.05 | 28
min | A[31] | result[31] | 11.24 | 3
[layout by cell type (no fill, tap or decap), types with 3 or more instances in the layout]
master,synthesis,routed
and2_1,241,241
mux2_2,16,16
o21a_1,8,8
inv_1,598,598
and4_1,3,3
o21bai_1,13,13
clkdlybuf4s50_1,0,96
xor2_1,15,15
o21ai_0,25,25
a31oi_1,3,3
buf_4,4,47
nand2_1,296,296
nand4_1,8,8
a21oi_1,45,45
nand3_1,12,12
ha_1,183,183
fa_1,482,482
xnor2_1,28,28
a211oi_1,6,6
conb_1,1,3
and3_1,8,8
nor3_1,5,5
nor2_1,52,52
a21o_1,18,18
o2111ai_1,3,3
[through the flow]
step	worst slack (ns)	hold slack [ns]
after floorplan	9.30	10.47
after global placement	7.08	11.24
after detailed placement	7.06	11.24
after CTS	7.02	11.25
after global routing	6.63	11.27
final	7.05	11.24
[layer usage]
| metal | up-vias | wire, microns | GRT usage [%] |
|---|---|---|---|
| li1 | 6477 | - | - |
| met1 | 7021 | 18900 | 40.1 |
| met2 | 523 | 24200 | 46.4 |
| met3 | 83 | 5500 | 13.1 |
| met4 | 2 | 1630 | 7.04 |
| met5 | - | 19 | 1.02 |
[final cells by class]
type / instances / share of cell area, %
timing repair buffer: 143 / 6.29
tap: 511 / 3.06
inverter: 600 / 10.8
multi-input combinational: 1509 / 79.9
